$ cat design/flow/config.mk
export PLATFORM = sky130hd
export DESIGN_NAME = invSubHelp
export DESIGN_NICKNAME = invSubHelp
export VERILOG_FILES = /design/flow/design.v
export SDC_FILE = /design/flow/constraint.sdc
export NUM_CORES = 4
export LEC_CHECK = 1
export CORE_AREA = 10 10 70 70
export DIE_AREA = 0 0 80 80
$ cat design/flow/constraint.sdc
current_design invSubHelp

set clk_period 3.4
set clk_io_pct 0.2

create_clock -name clk0 -period $clk_period

set non_clock_inputs [all_inputs -no_clocks]
set_input_delay [expr $clk_period * $clk_io_pct] -clock clk0 $non_clock_inputs
set_output_delay [expr $clk_period * $clk_io_pct] -clock clk0 [all_outputs]
$ cat design/flow/design.v
module invSubHelp(dataa, datab, result);
    input [31:0] dataa, datab;
    output [31:0] result;
    assign result = (dataa == 0) ? 4'ha :
                    (dataa == 1) ? 4'hb :
                    (dataa == 2) ? 4'h3 :
                    (dataa == 3) ? 4'h6 :
                    (dataa == 4) ? 4'hd :
                    (dataa == 5) ? 4'h4 :
                    (dataa == 6) ? 4'h7 :
                    (dataa == 7) ? 4'h8 :
                    (dataa == 8) ? 4'hf :
                    (dataa == 9) ? 4'h1 :
                    (dataa == 10) ? 4'hc :
                    (dataa == 11) ? 4'he :
                    (dataa == 12) ? 4'h0 :
                    (dataa == 13) ? 4'h2 :
                    (dataa == 14) ? 4'h9 :
                    4'h5;
endmodule
$ cat design/flow/run.sh
#!/bin/bash
# OpenROAD 26Q1-2900-gdf79404cd8, Yosys 0.63+post, stock flow scripts
make -C /OpenROAD-flow-scripts/flow DESIGN_CONFIG=/design/flow/config.mk WORK_HOME=/design/flow/orfs finish
==> impl_metrics.json <==
{
  "dr.first_iter.drc_count": 20,
  "die-area_mm2": 0.00640,
  "post_cts_resize_count": 0,
  "combinationalPowerShare": 1.000,
  "maxSlewViolCount": 0,
  "cap_viol_max_count": 0,
  "run_status": "finished, final reports clean",
  "synthDistinctLibCells": 23,
  "netlist_area_um2": 460,
  "number_of_top_level_design_ports": 96,
  "area_grow_syn2layout_pct": 64.1,
  "maxClockFrequency_ghz": 0.309,
  "power.switching_fraction": 0.319,
  "warnings": 64,
  "hpwlAfterDp_mm": 1.48,
  "syn-mean-instance-area_um2": 6.98,
  "fin_crit_sh": 0.952,
  "postSynthSeqShare": 0,
  "vias_in_the_first_global_route": 522,
  "coreArea_mm2": 0.00342,
  "number_of_standard_cells_reported_by_yosys": 66,
  "route.detailed.drc": 0,
  "pwr-share-clk": 0,
  "fp-row-count": 21,
  "timing.critical_path.required_ns": 2.72,
  "report.final.hold_viol_count": 0,
  "grt_pass1_wl_mm": 2.32,
  "post-route-worst-setup-slack_ns": 0.162,
  "p_leak_nw": 0.300,
  "drive_above_1_share": 0.0510,
  "ff_count": 0,
  "antenna_found_initial": 0,
  "synth_chip_area_um2": 460,
  "p_switching_mw": 0.0184,
  "rsz_0062_raised_after_global_routing": "false",
  "detailed_route_via_count": 479,
  "setup.worst_path.end_class": "output pin",
  "gr-usage-all-layers": 0.0427,
  "fin_crit_ns": 3.24,
  "cts-hold-fix-buffers": 0,
  "regArea_um2": 0,
  "drt_wl_total_mm": 1.64,
  "setup_viol_count_final": 0,
  "cell_internal_pwr_mw": 0.0394,
  "gp_congestion": 0.760,
  "worst_path_most_repeated_cell": "clkdlybuf4s50_1",
  "path_cells": "clkdlybuf4s50_1 -> nor4_2 -> nand4_1 -> or4b_1 -> clkdlybuf4s50_1",
  "die_h_um": 80,
  "power.density_mw_per_mm2": 76.5,
  "synthCells": 66,
  "grt_remaining_overflow": 0,
  "drt-wirelength-per-cell_um": 11.4,
  "place.port_buffers": 36,
  "worst_setup_path_start_kind": "primary input",
  "worst-path-max-fanout": 4,
  "detail_route.first_pass.iterations": 2,
  "tns_ns": 0,
  "hold_path.class": "primary input to output pin",
  "share_seq_of_total_power": 0,
  "postCtsSetupBuffers": 0,
  "vias_per_cell": 3.33,
  "worst_path_max_stage_delay_ns": 0.55,
  "n_antenna_cell": 0,
  "route.antenna.remaining_nets": 0,
  "setup.worst_path.class": "primary input to output pin",
  "nClkBuffers": 0,
  "ys.warnings.count": 0,
  "die_width_um": 80,
  "grt_start_max_net_pins": 12,
  "irDropWorstVdd_uv": 11.9,
  "wp_data_arrival_ns": 2.56,
  "initCoreUtil": 0.135,
  "dp_worst_setup_slack_ns": 0.128,
  "highest_delay_cell_along_the_critical_path": "or4b_1"
}
[through the flow]
stage	util	power [mW]	hold WS, ns	cells	instance area (um^2)
floorplan	-	0.0382	1.48	93	562
CTS	0.221	0.0588	2.48	144	756
global placement	0.221	0.0584	2.47	144	756
detailed placement	0.221	0.0584	2.48	144	756
global route	0.221	0.0640	2.52	144	756
finish	0.221	0.0578	2.46	144	756
[final cells by class]
class / count / area, um^2
Tap cell: 46 / 57.6
Timing Repair Buffer: 36 / 360
Fill cell: 391 / 2660
Multi-Input combinational cell: 61 / 334
Inverter: 1 / 3.75
[Yosys cell counts, types with 2 or more instances]
| library cell | n | area, um^2 |
|---|---|---|
| mux2i_1 | 2 | 20.0 |
| nand2b_1 | 2 | 12.5 |
| nor2_1 | 3 | 11.3 |
| nor4_1 | 4 | 25.0 |
| nand2_1 | 3 | 11.3 |
| buf_2 | 2 | 10.0 |
| o21ai_0 | 2 | 10.0 |
| a21oi_1 | 3 | 15.0 |
| nor4_2 | 4 | 50.1 |
| buf_4 | 28 | 210 |
[cells in the final DEF (no fill, tap or decap), drive strengths merged, types with 2 or more instances in the layout]
master	instances
clkdlybuf4s50	36
conb	28
nor4	8
a21oi	3
nand2	3
nor2	3
nand2b	2
mux2i	2
o21ai	2
[critical path, delay by kind of cell]
| family | cells | cell delay, ns |
|---|---|---|
| buffers and inverters | 2 | 0.84 |
| AND/OR/NAND/NOR | 3 | 1.02 |
[metal layers]
layer	global-route usage	up-vias	wire (um)
met4	0	0	0
li1	-	240	-
met1	0.0580	199	782
met2	0.0714	40	717
met3	0.00909	0	141
met5	0	-	0
[path summary, 6_finish.rpt]
check / from / endpoint / slack [ns] / cells after the start
worst max-delay path: dataa[17] / result[0] / 0.16 / 5
worst min-delay path: dataa[6] / result[3] / 2.46 / 5
[logic make-up after synthesis]
logic type	after synthesis	synth area share
compound gates	9	0.125
mux	2	0.0435
other cells	1	0.00814
buf+inv	32	0.495
simple gates	22	0.329
[power by group through the flow]
stage	registers (mW)	logic, mW	clock network, mW
after CTS	0	0.0588	0
after global routing	0	0.0640	0
final	0	0.0578	0
Power figures rest on the tool's default switching activity, not on a simulated workload.
