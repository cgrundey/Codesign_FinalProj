### design/flow/run.sh
#!/bin/bash
# OpenROAD 26Q1-2900-gdf79404cd8, Yosys 0.63+post, stock flow scripts
make -C /OpenROAD-flow-scripts/flow DESIGN_CONFIG=/design/flow/config.mk WORK_HOME=/design/flow/orfs finish
### design/flow/design.v
module addRoundConstant(dataa, datab, result);
    input [31:0] dataa, datab;
    output [6:0] result;
    assign result = (datab == 4'd0) ? (dataa & 7'h7f) + 7'h5A :
                    (datab == 4'd1) ? (dataa & 7'h7f) + 7'h34 :
                    (datab == 4'd2) ? (dataa & 7'h7f) + 7'h73 :
                    (datab == 4'd3) ? (dataa & 7'h7f) + 7'h66 :
                    (datab == 4'd4) ? (dataa & 7'h7f) + 7'h57 :
                    (datab == 4'd5) ? (dataa & 7'h7f) + 7'h35 :
                    (datab == 4'd6) ? (dataa & 7'h7f) + 7'h71 :
                    (datab == 4'd7) ? (dataa & 7'h7f) + 7'h62 :
                    (datab == 4'd8) ? (dataa & 7'h7f) + 7'h5F :
                    (datab == 4'd9) ? (dataa & 7'h7f) + 7'h25 :
                    (datab == 4'd10) ? (dataa & 7'h7f) + 7'h51 :
                    (dataa & 7'h7f) + 7'h22;
endmodule
### design/flow/config.mk
export PLATFORM = sky130hd
export DESIGN_NAME = addRoundConstant
export DESIGN_NICKNAME = addRoundConstant
export VERILOG_FILES = /design/flow/design.v
export SDC_FILE = /design/flow/constraint.sdc
export NUM_CORES = 4
export LEC_CHECK = 1
export CORE_AREA = 10 10 108 108
export DIE_AREA = 0 0 118 118
### design/flow/constraint.sdc
current_design addRoundConstant

set clk_period 9.8
set clk_io_pct 0.2

create_clock -name clk0 -period $clk_period

set non_clock_inputs [all_inputs -no_clocks]
set_input_delay [expr $clk_period * $clk_io_pct] -clock clk0 $non_clock_inputs
set_output_delay [expr $clk_period * $clk_io_pct] -clock clk0 [all_outputs]
==> flow_summary.json <==
{
  "dp_hpwl_mm": 5.21,
  "yosys.stat.chipArea_um2": 1800,
  "finalHoldViolations": 0,
  "grt_overflow": 0,
  "die_w_um": 118,
  "grt_antenna_before_repair": 0,
  "common_cells": "clkbuf_1 (23), nand2_1 (23), xnor2_1 (21)",
  "endpoint_kind": "output pin",
  "min_period_ns": 7.47,
  "cp_data_arrival_time_ns": 5.51,
  "tightest_slew_ns": 0.761,
  "holdBufCountCts": 0,
  "grt_first_pass_wirelength_mm": 11.1,
  "stdcell_count": 423,
  "final_area_um2": 2340,
  "antenna_cells": 0,
  "drive_gt1_frac": 0.0544,
  "topCellsByArea": "xnor2_1 (10%), ha_1 (7.6%), o21ai_0 (5.3%)",
  "power_density_nw_per_um2": 36.5,
  "fmax_ghz": 0.134,
  "num_vias": 2168,
  "antenna_left": 0,
  "drc": 0,
  "post_drt_via_cell_ratio": 5.13,
  "io_buffers": 46,
  "syn_avg_cell_area_um2": 6.65,
  "grt_pass1_vias": 2055,
  "grt_use_total": 0.0928,
  "dr.pass1.iters": 5,
  "wirelength_mm": 6.67,
  "crit_fanout": 18,
  "dp.cells": 423,
  "rsz0062_at_grt": "no",
  "initCoreUtil": 0.194,
  "postCtsSetupRepairBufs": 0,
  "ctsResizeCount": 0,
  "peakVddDrop_v": 0.0000104,
  "worstPathRequired_ns": 7.84,
  "status": "finished clean",
  "setup_viol": 0,
  "tns_ns": 0,
  "yosysSeqAreaShare": 0,
  "syn_area_um2": 1800,
  "warnings": 65,
  "gp_congestion": 0.985,
  "leakage_nw": 0.785,
  "seq_cells": 0,
  "synth_cells": 271,
  "grt_max_degree": 40,
  "maxCapViolations": 0,
  "drt-wirelength-per-cell_um": 15.8,
  "yosysTopAreaCell": "xnor2_1",
  "synth_warnings": 0,
  "worstSetupPathType": "in2out",
  "period_used_share": 0.763,
  "die_h_um": 118,
  "clkbuf_count": 0,
  "worst_setup_path_start_kind": "input pin",
  "max-slew-margin-rel": 0.491,
  "core-area_um2": 9280,
  "pin_count": 71,
  "rows": 35,
  "worst_hold_path_type": "in2out",
  "ys_types": 59,
  "ys_cells": 271,
  "top_area_frac": 0.102,
  "area_growth_pct": 29.6,
  "dieArea_um2": 13900,
  "slew_violations": 0,
  "placed_area_um2": 2340,
  "regArea_um2": 0,
  "drtIter0Drc": 144
}
## cells by family (layout without fill, tap and decap cells)
logic type,Yosys count,in the layout,synth area share
AND-OR/OR-AND,98,98,0.380
AND/OR/NAND/NOR,98,98,0.312
buffers and inverters,35,58,0.0819
XOR/XNOR,26,26,0.126
multiplexers,3,3,0.0236
adder cells (fa/ha/maj),11,11,0.0763
## per-stage QoR
| stage | hold slack, ns | power [mW] | setup WS, ns | utilization |
|---|---|---|---|---|
| global placement | 5.12 | 0.0841 | 2.39 | 0.252 |
| finish | 5.10 | 0.0853 | 2.33 | 0.252 |
| global route | 5.18 | 0.0940 | 2.14 | 0.252 |
| CTS | 5.12 | 0.0848 | 2.33 | 0.252 |
| floorplan | 4.19 | 0.0508 | 4.24 | - |
| detailed placement | 5.12 | 0.0843 | 2.37 | 0.252 |
## worst max-delay path: stages
cell and delay [ns]:
clkdlybuf4s50_1 0.92, ha_1 0.68, a21o_1 0.22, a211oi_1 0.09
mux4_2 0.47, a211oi_1 0.30, a2111oi_2 0.07, a211oi_1 0.29
clkdlybuf4s50_1 0.52
## path summary, 6_finish.rpt
check             slack [ns]        end  depth (start not counted)     start
setup / recovery        2.33  result[6]                          9  dataa[3]
hold / removal          5.10  result[0]                          3  dataa[0]
## area by class of cell
type,instances,area (um2)
fillers,1044,6950
inverters,8,30.0
multi-input cells,236,1660
well taps,129,161
repair buffers,50,490
## layout by cell type (no fill, tap or decap), types with 6 or more instances in the layout
| cell | netlist | layout |
|---|---|---|
| nor2_1 | 15 | 15 |
| nand2_1 | 23 | 23 |
| nor3_1 | 11 | 11 |
| nor4_1 | 8 | 8 |
| a211oi_1 | 6 | 6 |
| inv_1 | 8 | 8 |
| clkdlybuf4s50_1 | 0 | 46 |
| ha_1 | 11 | 11 |
| a21oi_1 | 17 | 17 |
| nand3_1 | 6 | 6 |
| xnor2_1 | 21 | 21 |
| o21ai_0 | 19 | 19 |
| nor2b_1 | 6 | 6 |
## power by group
part	switching (mW)	internal (mW)	leakage, nW	total [mW]
clock	0	0	0	0
sequential	0	0	0	0
combinational	0.0439	0.0414	0.785	0.0853
total	0.0439	0.0414	0.785	0.0853
## layer usage
layer	GRT usage	vias to the layer above	wire length, um
met3	0.00826	10	410
met2	0.146	101	2890
met5	0	-	0
met4	0.0124	0	99
met1	0.137	974	3280
li1	-	1083	-
Power is estimated from default activity; no workload was simulated.
