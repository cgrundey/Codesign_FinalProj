## ./config.mk

```make
export PLATFORM = sky130hd
export DESIGN_NAME = subHelp
export DESIGN_NICKNAME = subHelp
export VERILOG_FILES = /design/flow/design.v
export SDC_FILE = /design/flow/constraint.sdc
export NUM_CORES = 4
export LEC_CHECK = 1
export CORE_AREA = 10 10 70 70
export DIE_AREA = 0 0 80 80
```

## ./constraint.sdc

```tcl
current_design subHelp

set clk_period 3.9
set clk_io_pct 0.2

create_clock -name clk0 -period $clk_period

set non_clock_inputs [all_inputs -no_clocks]
set_input_delay [expr $clk_period * $clk_io_pct] -clock clk0 $non_clock_inputs
set_output_delay [expr $clk_period * $clk_io_pct] -clock clk0 [all_outputs]
```

## ./design.v

```verilog
module subHelp(dataa, datab, result);
    input [31:0] dataa, datab;
    output [31:0] result;
    assign result = (dataa == 0) ? 4'hc :
                    (dataa == 1) ? 4'h9 :
                    (dataa == 2) ? 4'hd :
                    (dataa == 3) ? 4'h2 :
                    (dataa == 4) ? 4'h5 :
                    (dataa == 5) ? 4'hf :
                    (dataa == 6) ? 4'h3 :
                    (dataa == 7) ? 4'h6 :
                    (dataa == 8) ? 4'h7 :
                    (dataa == 9) ? 4'he :
                    (dataa == 10) ? 4'h0 :
                    (dataa == 11) ? 4'h1 :
                    (dataa == 12) ? 4'ha :
                    (dataa == 13) ? 4'h4 :
                    (dataa == 14) ? 4'hb :
                    4'h8;
endmodule
```

## ./run.sh

```bash
#!/bin/bash
# OpenROAD 26Q1-2900-gdf79404cd8, Yosys 0.63+post, stock flow scripts
make -C /OpenROAD-flow-scripts/flow DESIGN_CONFIG=/design/flow/config.mk WORK_HOME=/design/flow/orfs finish
```

==> out/summary.txt <==
crit path DRT = 3120 ps
ant diodes = 0
initial antenna violation count = 0
total gr overflow = 0
DR WL/cell = 11.1 µm
GRT Total Usage = 4.11%
vias in the first global route = 490
die height = 80 µm
area of the multi-input gates = 310 µm²
hold_buf cts = 0
remaining antenna violation count = 0
cells in synth_stat.txt = 61
postcts setup bufs = 0
Log Warnings = 64
Worst setup SP type = input pin
Die Area = 6400 µm²
Residual DRC = 0
routability cong. = 0.762
Data arrival, critical path = 2560 ps
f_max = 300 MHz
vias post-DR = 446
IO Count = 96
Max-area cell share = 48.0%
total negative slack = 0 ps
Max-Cap Viols = 0
power density cells = 64.6 nW/µm²
period utilisation layout = 85.5%
CP Buf/Inv Count = 2
fillcell total = 374
peak supply drop = 0.0137 mV
Mapped Cells = 61
YS chip area = 438 µm²
Register Area = 0 µm²
DRT Wirelength = 1540 µm
Core Util at FP = 12.8%
Worst setup EP type = output port
Synth Seq Share = 0%
clk_buf instances = 0
Mapped Area = 438 µm²
Syn-to-layout area delta = 67.1%
placed instance count = 139
layout cell share with drive strength beyond 1 = 4.30%
Final Hold Fails = 0
Top cells by area = buf_4 (48%), nor4_1 (8.6%), buf_2 (3.4%), o211ai_1 (3.4%), nor2b_4 (3.1%)
RSZ-0062 raised after global routing = false
Synth cell types = 25
critical path's largest stage delay = 460 ps
Setup Viol. Count Final = 0
max-slew violations = 0
first-pass GRT wire length = 2220 µm
Power Total = 47.3 µW
biggest area consumer among synthesized cells = buf_4
flip-flops = 0
Synth Warn # = 0
core area = 3420 µm²
status = completed
largest net degree at the start of global routing = 11
cell mode on critical path = clkdlybuf4s50_1
Pre-Repair DR Iteration Count = 2
static leakage = 0.286 nW
Vias/cell = 3.21
Mean Syn Cell Area = 7.18 µm²
Slowest-stage cell, CP = clkdlybuf4s50_1
dpl hpwl = 1440 µm
Top cell excl fill/tap = clkdlybuf4s50_1
DR iter-0 viols = 5
Worst Path Max Fanout = 4
most frequent cells in the layout = clkdlybuf4s50_1 (36), conb_1 (28), nor4_1 (6)
CP Cell Sequence = clkdlybuf4s50_1 -> nor4_1 -> nand4_1 -> nor2_2 -> o2111a_1 -> clkdlybuf4s50_1
Post-Layout Cell Count = 139
Final min period = 3340 ps
die width = 80 µm
Cell Rows = 21
family with the most delay on the worst path = buffers and inverters
IO Port Bufs = 36
Resized cells post-CTS = 0
WS Path Type = in2out
Worst Hold Class = in2out
## per-layer routing
layer | routed length [µm] | GRT usage [%]
met5 | 0 | 0
met4 | 0 | 0
met3 | 128 | 0.682
met2 | 752 | 7.30
met1 | 661 | 5.34
## metrics by stage
stage | worst slack [ps] | area [µm²] | util (%) | hold WS [ps]
CTS | 512 | 732 | 21.4 | 2720
detailed placement | 527 | 732 | 21.4 | 2710
global placement | 510 | 732 | 21.4 | 2720
finish | 564 | 732 | 21.4 | 2700
floorplan | 1630 | 539 | - | 1630
global route | 403 | 732 | 21.4 | 2750
## logic make-up after synthesis
group	after synthesis	synth area share (%)
AND/OR/NAND/NOR	16	24.0
buffers and inverters	32	52.3
other	1	0.856
multiplexers	1	2.29
XOR/XNOR	1	2.00
AND-OR/OR-AND	10	18.6
## worst paths after layout
check  cells after the start         to  slack [ps]      start
min                        6  result[0]        2700  dataa[11]
max                        6  result[2]         560  dataa[20]
## report_power, final
group          internal (mW)  switching (mW)
logic                 0.0331          0.0142
clock network              0               0
registers                  0               0
## Yosys cell counts, drive strengths merged (2+ instances only)
master	count
buf	31
nor4	7
nand2	2
nor2	2
nor2b	2
o211ai	2
## cell type report
type | instances | share of cell area [%]
inverter | 1 | 0.513
multi-input combinational | 56 | 42.4
tap | 46 | 7.86
timing repair buffer | 36 | 49.2
No activity file was given, so power comes from the tool's default toggle rates.
